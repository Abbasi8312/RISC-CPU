`./design.v`:
```
module memory_16_8bit (
    output reg [7:0] data_out,    
    input [7:0] data_in,          
    input [3:0] address,          
    input [1:0] ctrl,             
    input clk                     
);
    reg [7:0] mem_array [0:15];   
    initial begin
        mem_array[4'b0000] = 8'b0100_1100;  
        mem_array[4'b0001] = 8'b0000_1101;  
        mem_array[4'b0010] = 8'b0101_1111;  
        mem_array[4'b0011] = 8'b0001_1111;  
        mem_array[4'b0100] = 8'b0010_1101;  
        mem_array[4'b0101] = 8'b0101_1111;  
        mem_array[4'b0110] = 8'b0011_1111;  
        mem_array[4'b0111] = 8'b0110_1100;  
        mem_array[4'b1000] = 8'b0000_0000;
        mem_array[4'b1001] = 8'b0000_0000;
        mem_array[4'b1010] = 8'b0000_0000;
        mem_array[4'b1011] = 8'b0000_0000;
        mem_array[4'b1100] = 8'b0000_0100;  
        mem_array[4'b1101] = 8'b0000_0110;  
        mem_array[4'b1110] = 8'b0010_0000;  
        mem_array[4'b1111] = 8'b0000_0000;
    end
    always @(*) if (ctrl[0]) data_out <= mem_array[address];
    always @(posedge clk) if (ctrl[1]) mem_array[address] <= data_in;
endmodule
```
`./constraint.sdc`:
```
current_design memory_16_8bit

set clk_period 1.8
set clk_io_pct 0.2

create_clock -name clk0 -period $clk_period [get_ports {clk}]

set non_clock_inputs [all_inputs -no_clocks]
set_input_delay [expr $clk_period * $clk_io_pct] -clock clk0 $non_clock_inputs
set_output_delay [expr $clk_period * $clk_io_pct] -clock clk0 [all_outputs]
```
`./config.mk`:
```
export PLATFORM = sky130hd
export DESIGN_NAME = memory_16_8bit
export DESIGN_NICKNAME = memory_16_8bit
export VERILOG_FILES = /design/flow/design.v
export SDC_FILE = /design/flow/constraint.sdc
export NUM_CORES = 4
export LEC_CHECK = 1
export CORE_UTILIZATION = 50
```
`./run.sh`:
```
#!/bin/bash
# OpenROAD 26Q1-2900-gdf79404cd8, Yosys 0.63+post, stock flow scripts
make -C /OpenROAD-flow-scripts/flow DESIGN_CONFIG=/design/flow/config.mk WORK_HOME=/design/flow/orfs finish
```
==> Changelog: implementation <==
### Metrics

- Outcome: completed
- Min cycle time layout: 1.511 ns
- Slew Limit Fails: 0
- GR Overflow Total: 0
- GR Layer Usage met3: 0.1168
- Die height: 102.3 um
- Critical path arrival: 1.72 ns
- Non-filler cells, final: 441
- Number of max-cap violations: 0
- Routed len/inst: approximately 21 um
- CP peak stage delay: approximately 0.53 ns
- Postcts setup bufs: 0
- Synth mux share: 0.1434
- Grt met2 use: 0.3258
- DIE AREA: 10,460 um^2
- I/O Buffers: 22
- Antenna viol nets, final: 0
- Tool warnings: 25
- Area of the core: 9774 um^2
- Layout fillers: 677
- LEAKAGE: 0.002038 uW
- Post-synth area from yosys stat: 5027 um^2
- CTS H-Tree Depth: 4
- Yosys warns: 1
- Gates resized, CTS repair: 0
- Area leader share: 0.7646
- CP max stage cell: or3b_2
- DR pass1 iterations: 4
- Worst min path class: primary input to flip-flop
- Mapped Cells: 230
- Relative slew margins: 0.5287
- Total wire length: 9380 um
- Adder-cell share of the synthesized area: 0
- Data required, critical path: 2.01 ns
- XOR Share, Synth: 0
- Drt initial violations: 41
- Vias: 2,399
- Endpoints left unconstrained: 16
- Post-synth cell types: 18
- Dominant comb cell: multiplexers
- RSZ-0062 raised after global routing: no
- Vias/cell: between 5 and 6
- Register pins left without a clock: 8
- Largest net degree at the start of global routing: 27
- Simple Share, Synth: 0.03235
- CTS tree: done
- Ys cells: ~230
- Final core occ: 0.6289
- Syn_area_per_cell: between 20 and 25 um^2
- Cell area after synthesis: 5027 um^2
- Met1 Use GR: 0.3665
- Row cnt: 36
- Yosys reg bits: 136
- Setup TNS: 0 ns
- # IOs: 23
- CP startpoint kind: primary input
- CP max FO: 5
- Peak Freq: 0.6618 GHz
- Antenna cells: 0
- GRT busiest layer: met1
- Setup Crit Path Kind: primary input to flip-flop
- Vias in the first global route: between 2,000 and 3,000
- # hold bufs at CTS: 0
- Final hold viol count: 0
- Initial antenna violation count: 0
- Overall Global Routing Usage: 0.2253
- Main area contributors: edfxtp_1 (76%), mux4_2 (14%), a22oi_1 (2.4%)
- Worst slew pin tran: 0.7055 ns
- First-pass GRT wire length: 14,890 um
- Crit-path cells: clkdlybuf4s50_1 > or3b_2 > nor3_2 > buf_4
- Area delta synth->final: 22.27%
- Tcrit/Tclk final: 0.8394
- RD Place Congestion: 0.7904
- Placed insts: 409
- # setup viols final: 0
- Clock-pin slew on the worst setup and hold paths: 0.06 ns
- Worst VDD drop: 0.6770 mV
- Root Driver: clkbuf_8
- Pwr Density: 1102 nW/um^2
- CP endpoint kind: flip-flop
- Compound Share, Synth: 0.02389
- DRC: 0
- Initial Utilization: 0.5143
- Detailed-placement wirelength estimate: 6013 um
- Synth area leader: edfxtp_1
- CTS buffer count: 17
- Total power: 6772 uW
- Share of cells above drive strength 1: 0.3214
- Die Wd: 102.3 um
- Clock tree buffer depth: 2
-- critical path: cells and delay by family --
family        cells  cell delay [ns]
buf+inv           2             0.65
simple gates      2             0.71
-- path summary, 6_finish.rpt --
check                               endpoint  depth (start not counted)       start
setup / recovery   mem_array[0][4]$_DFFE_PP_                          4     ctrl[1]
hold / removal    mem_array[12][1]$_DFFE_PP_                          3  address[0]
-- through the flow --
| step | cell area (um^2) | worst slack [ns] | hold slack, ns |
|---|---|---|---|
| CTS | 6147 | 0.3219 | 0.4179 |
| global route | 6147 | 0.2637 | 0.4478 |
| finish | 6147 | 0.2890 | 0.4232 |
| global placement | 5612 | -0.1803 | 0.9387 |
| detailed placement | 5612 | -0.1730 | 0.9424 |
| floorplan | 5032 | 0.001895 | 0.4589 |
-- layer usage --
layer / vias to the layer above / part of all wire
li1: 1093 / -
met1: 1187 / 0.40
met2: 110 / 0.48
met3: 9 / 0.11
met4: 0 / 0.011
met5: - / 0
-- cell families (layout without fill, tap and decap cells) --
| family | Yosys count | count (layout) |
|---|---|---|
| compound gates | 16 | 16 |
| latches | 8 | 8 |
| buf+inv | 11 | 89 |
| flops | 128 | 128 |
| mux | 32 | 32 |
| simple gates | 35 | 35 |
-- report_power, final --
part	switching, uW	internal [uW]	total (uW)	leakage (uW)
clock	1220	1820	3040	0.000242
combinational	183	169	352	0.000577
sequential	14.6	3360	3380	0.00122
total	1420	5350	6770	0.00204
-- flip-flops by register name, indices dropped and copies added, names as in the netlist --
signal / cells
data_out: 8
mem_array: 128
-- synth_stat cells --
master and count:
nand3_1 1, buf_2 2, dlxtp_1 8, nand3b_1 2, nor2b_1 2, or3b_2 1
clkbuf_2 1, buf_6 2, nand2_1 9, and2_1 1, nor2_1 13, buf_1 4
a22oi_1 16, edfxtp_1 128, clkbuf_1 2, mux4_2 32, nand2b_1 2, nor3_1 4
-- cells in the final DEF, fill, tap and decap left out, drive strengths merged --
cell | netlist | final
nand3 | 1 | 1
clkbuf | 3 | 18
clkinv | 0 | 5
a22oi | 16 | 16
or3b | 1 | 1
inv | 0 | 2
nand3b | 2 | 2
nor3 | 4 | 4
clkinvlp | 0 | 6
nor2 | 13 | 13
and2 | 1 | 1
edfxtp | 128 | 128
nor2b | 2 | 2
clkdlybuf4s50 | 0 | 20
nand2 | 9 | 9
dlxtp | 8 | 8
buf | 8 | 37
mux4 | 32 | 32
nand2b | 2 | 2
bufinv | 0 | 1
-- layout make-up --
type / instances / area [um^2] / share of cell area
Clock buffer: 18 / 417.9 / 0.06798
Tap cell: 133 / 166.4 / 0.02707
Multi-Input combinational cell: 83 / 1008 / 0.1641
Clock inverter: 14 / 117.6 / 0.01913
Timing Repair Buffer: 57 / 473.0 / 0.07694
Sequential cell: 136 / 3964 / 0.6448
Power and IR drop assume default switching activity.
