$ cat run.sh
#!/bin/bash
# OpenROAD 26Q1-2900-gdf79404cd8, Yosys 0.63+post, stock flow scripts
make -C /OpenROAD-flow-scripts/flow DESIGN_CONFIG=/design/flow/config.mk WORK_HOME=/design/flow/orfs finish
$ cat config.mk
export PLATFORM = sky130hd
export DESIGN_NAME = central_processing_unit
export DESIGN_NICKNAME = central_processing_unit
export VERILOG_FILES = /design/flow/design.v
export SDC_FILE = /design/flow/constraint.sdc
export NUM_CORES = 4
export LEC_CHECK = 1
export CORE_UTILIZATION = 50
$ cat constraint.sdc
current_design central_processing_unit

set clk_period 3.5
set clk_io_pct 0.2

create_clock -name clk0 -period $clk_period [get_ports {clk}]

set non_clock_inputs [all_inputs -no_clocks]
set_input_delay [expr $clk_period * $clk_io_pct] -clock clk0 $non_clock_inputs
set_output_delay [expr $clk_period * $clk_io_pct] -clock clk0 [all_outputs]
$ cat design.v
module central_processing_unit (
    input [7:0] memory_out,     
    output [14:0] memory_in,    
    input clk                   
);
    wire [23:0] reg_mem_ctrl;   
    wire [2:0] bus_ctrl;        
    wire [3:0] instruction;     
    control_unit cu (
        .reg_mem_ctrl(reg_mem_ctrl),
        .bus_ctrl(bus_ctrl),
        .instruction(instruction),
        .clk(clk)
    );
    datapath dp (
        .instruction(instruction),
        .memory_in(memory_in),
        .memory_out(memory_out),
        .reg_mem_ctrl(reg_mem_ctrl),
        .bus_ctrl(bus_ctrl),
        .clk(clk)
    );
endmodule
module control_unit (
    output [23:0] reg_mem_ctrl,  
    output [2:0] bus_ctrl,       
    input [3:0] instruction,     
    input clk                    
);
    wire [7:0] t;                
    wire sc_rst;                 
    sequence_counter sc (
        .t(t),
        .clk(clk),
        .clr(sc_rst)
    );
    wire i;
    assign i = instruction[3];
    wire [7:0] d;
    decoder dec (
        .out(d),
        .in(instruction)
    );
    wire [7:0] x;
    encoder bus_enc (
        .out(bus_ctrl),
        .in(x)
    );
    assign reg_mem_ctrl[0] = 0;             
    assign reg_mem_ctrl[1] = 0;             
    assign reg_mem_ctrl[2] = 0;             
    assign reg_mem_ctrl[3] = t[0] | t[2] | (i & t[3]);  
    assign reg_mem_ctrl[4] = 0;             
    assign reg_mem_ctrl[5] = 0;             
    assign reg_mem_ctrl[6] = 0;             
    assign reg_mem_ctrl[7] = t[1];          
    assign reg_mem_ctrl[8] = 0;             
    assign reg_mem_ctrl[9] = (d[0] | d[1] | d[2] | d[3] | d[4] | d[6]) & t[4];  
    assign reg_mem_ctrl[10] = 0;            
    assign reg_mem_ctrl[11] = 0;            
    assign reg_mem_ctrl[12] = (d[0] | d[1] | d[2] | d[3] | d[4] | d[6]) & t[5];  
    assign reg_mem_ctrl[13] = 0;            
    assign reg_mem_ctrl[14] = 0;            
    assign reg_mem_ctrl[15] = t[1];         
    assign reg_mem_ctrl[16] = 0;            
    assign reg_mem_ctrl[17] = 0;            
    assign reg_mem_ctrl[18] = 0;            
    assign reg_mem_ctrl[19] = 0;            
    assign reg_mem_ctrl[20] = 0;            
    assign reg_mem_ctrl[21] = t[1] | (i & t[3]) | ((d[0] | d[1] | d[2] | d[3] | d[4] | d[6]) & t[4]);  
    assign reg_mem_ctrl[22] = d[5] & t[4];  
    assign reg_mem_ctrl[23] = 0;            
    assign x[0] = 0;                        
    assign x[1] = 0;                        
    assign x[2] = t[0];                     
    assign x[3] = d[4] & t[5];              
    assign x[4] = d[5] & t[4];              
    assign x[5] = t[2];                     
    assign x[6] = 0;                        
    assign x[7] = t[1] | (i & t[3]) | ((d[0] | d[1] | d[2] | d[3] | d[4] | d[6]) & t[4]);  
    assign sc_rst = ((d[0] | d[1] | d[2] | d[3] | d[4] | d[6]) & t[5]) | (d[5] & t[4]);
endmodule
module sequence_counter (
    output [7:0] t,   
    input clk,        
    input clr         
);
    wire [2:0] count;
    counter cnt (
        .count(count),
        .clk(clk),
        .clr(clr)
    );
    decoder sc_dec (
        .out(t),
        .in(count)
    );
endmodule
module counter (
    output reg [2:0] count,  
    input clk,               
    input clr                
);
    initial count = 0;
    always @(posedge clk) begin
        if (clr) 
            count <= 3'b000;     
        else 
            count <= count + 1;  
    end
endmodule
module decoder (
    output reg [7:0] out,  
    input [2:0] in         
);
    initial out = 0;
    always @(*) begin
        case (in)
            3'b000: out <= 8'b00000001;
            3'b001: out <= 8'b00000010;
            3'b010: out <= 8'b00000100;
            3'b011: out <= 8'b00001000;
            3'b100: out <= 8'b00010000;
            3'b101: out <= 8'b00100000;
            3'b110: out <= 8'b01000000;
            3'b111: out <= 8'b10000000;
            default: out <= 8'b00000000;
        endcase
    end
endmodule
module encoder (
    output reg [2:0] out,  
    input [7:0] in         
);
    initial out = 0;
    always @(*) begin
        case (in)
            8'b00000001: out = 3'b000;
            8'b00000010: out = 3'b001;
            8'b00000100: out = 3'b010;
            8'b00001000: out = 3'b011;
            8'b00010000: out = 3'b100;
            8'b00100000: out = 3'b101;
            8'b01000000: out = 3'b110;
            8'b10000000: out = 3'b111;
            default:     out = 3'b000;
        endcase
    end
endmodule
module datapath (
    output [3:0] instruction,   
    output [14:0] memory_in,    
    input [7:0] memory_out,     
    input [23:0] reg_mem_ctrl,  
    input [2:0] bus_ctrl,       
    input clk                   
);
    wire [7:0] bus_out;         
    wire [7:0] bus_in [0:7];    
    assign instruction = bus_in[5][7:4];
    assign bus_in[7] = memory_out;
    assign memory_in = {bus_out, bus_in[1][3:0], reg_mem_ctrl[23:21]};
    reg_4bit_lic ar (
        .data_out(bus_in[1]),
        .data_in(bus_out),
        .ctrl(reg_mem_ctrl[5:3]),
        .clk(clk)
    );
    reg_4bit_lic pc (
        .data_out(bus_in[2]),
        .data_in(bus_out),
        .ctrl(reg_mem_ctrl[8:6]),
        .clk(clk)
    );
    reg_8bit_lic dr (
        .data_out(bus_in[3]),
        .data_in(bus_out),
        .ctrl(reg_mem_ctrl[11:9]),
        .clk(clk)
    );
    wire [7:0] ac_in;
    reg_8bit_lic ac (
        .data_out(bus_in[4]),
        .data_in(ac_in),
        .ctrl(reg_mem_ctrl[14:12]),
        .clk(clk)
    );
    reg_8bit_l ir (
        .data_out(bus_in[5]),
        .data_in(bus_out),
        .ctrl(reg_mem_ctrl[17:15]),
        .clk(clk)
    );
    reg_8bit_lic tr (
        .data_out(bus_in[6]),
        .data_in(bus_out),
        .ctrl(reg_mem_ctrl[20:18]),
        .clk(clk)
    );
    arithmetic_logic_unit alu (
        .result(ac_in),
        .operand(bus_in[3]),
        .reg_value(bus_in[4]),
        .opcode(instruction[2:0])
    );
    bus_8bit common_bus (
        .data_out(bus_out),
        .data_in({bus_in[7], bus_in[6], bus_in[5], bus_in[4], bus_in[3], bus_in[2], bus_in[1], bus_in[0]}),
        .ctrl(bus_ctrl)
    );
endmodule
module reg_4bit_lic (
    output [3:0] data_out,  
    input [3:0] data_in,    
    input [2:0] ctrl,       
    input clk               
);
    reg [3:0] data;
    initial data = 0;
    always @(posedge clk) begin
        if (ctrl[0]) data <= data_in;   
        if (ctrl[1]) data <= data + 1;  
        if (ctrl[2]) data <= 0;         
    end
    assign data_out = data;
endmodule
module reg_8bit_lic (
    output [7:0] data_out,  
    input [7:0] data_in,    
    input [2:0] ctrl,       
    input clk               
);
    reg [7:0] data;
    initial data = 0;
    always @(posedge clk) begin
        if (ctrl[0]) data <= data_in;   
        if (ctrl[1]) data <= data + 1;  
        if (ctrl[2]) data <= 0;         
    end
    assign data_out = data;
endmodule
module reg_8bit_l (
    output [7:0] data_out,  
    input [7:0] data_in,    
    input [2:0] ctrl,       
    input clk               
);
    reg [7:0] data;
    initial data = 0;
    always @(posedge clk) begin
        if (ctrl[0]) data <= data_in;   
    end
    assign data_out = data;
endmodule
module bus_8bit (
    output reg [7:0] data_out,  
    input [63:0] data_in,       
    input [2:0] ctrl            
);
    always @(*) begin
        case (ctrl)
            3'b000: data_out = data_in[7:0];       
            3'b001: data_out = data_in[15:8];      
            3'b010: data_out = data_in[23:16];     
            3'b011: data_out = data_in[31:24];     
            3'b100: data_out = data_in[39:32];     
            3'b101: data_out = data_in[47:40];     
            3'b110: data_out = data_in[55:48];     
            3'b111: data_out = data_in[63:56];     
            default: data_out = 8'b00000000;       
        endcase
    end
endmodule
module arithmetic_logic_unit (
    output reg [7:0] result,    
    input [7:0] operand,        
    input [7:0] reg_value,      
    input [2:0] opcode          
);
    always @(*) begin
        case (opcode)
            3'b000: result = operand + reg_value;         
            3'b001: result = operand <<< 1;               
            3'b010: result = ~(operand ^ reg_value);      
            3'b011: result = $signed(operand) >>> 1;      
            3'b100: result = operand;                     
            3'b101: result = reg_value;                   
            3'b110: result = ~operand + 1;                
            default: result = 8'b00000000;                
        endcase
    end
endmodule
==> impl_metrics.py <==
# Synthesis and PnR figures
metrics = {
    "status": {
        "status": "complete, no violations",
    },
    "global_route": {
        "grt.overflow.total": 0,
        "track_usage_pct": 25.4,
        "grt_pass1_wl_microns": 9490,
        "grt_max_degree": 26,
        "antenna_found_initial": 0,
        "grt_pass1_vias": 1953,
    },
    "setup_path": {
        "crit_fanout": 10,
        "crit_path_end_kind": "output pin",
        "critPathRequiredTime_ps": 2800,
        "endpoint": "memory_in[9]",
        "r2r_cells": 7,
        "rr_endpoint": "dp.dr.data[3]",
        "rrSetupSlack_ps": 1220,
        "crit_start": "cu.sc.cnt.count[0]",
        "worst-setup-path-type": "flop to output pin",
        "critPathLaunchType": "flop",
        "worstPathArrival_ps": 2630,
        "reg2reg_from": "cu.sc.cnt.count[0]",
    },
    "synthesis": {
        "syn_avg_cell_area_sq_um": 10.2,
        "synth_cells": 235,
        "ys_sh_simple_pct": 16.4,
        "synthArstFlopShare_pct": 0,
        "fa_ha_area_share_pct": 8.16,
        "ys_warn_count": 20,
        "topCombFamilyByArea": "AND-OR/OR-AND gates",
        "syn-cell-area_sq_um": 2390,
        "synthMuxAreaShare_pct": 2.30,
        "yosys.cell_types.count": 56,
        "xor_area_share_pct": 4.03,
        "ys_cells": 235,
        "yosys.area_share.aoi_pct": 21.1,
        "yosysChipArea_sq_um": 2390,
        "edf_count": 32,
        "yosys.stat.seqShare_pct": 42.7,
        "ys_ff": 35,
        "ff_type": "edfxtp_1",
    },
    "layout": {
        "area_delta_synth_final_pct": 18.0,
        "fillerInstances": 341,
        "drive_gt1_share_pct": 11.1,
    },
    "floorplanning": {
        "die-width_microns": 71.2,
        "io_pins": 24,
        "dieArea_sq_um": 5070,
        "chipHeight_microns": 71.2,
        "placementRows": 24,
        "fp-utilization_pct": 53.5,
        "coreArea_sq_um": 4470,
    },
    "timing": {
        "max_freq_ghz": 0.300,
        "finalHoldViolations": 0,
        "finalSetupViolations": 0,
        "rsz0062_at_grt": "false",
        "drv_slew": 0,
        "tns_ps": 0,
        "finalClockPeriodUsage_pct": 95.2,
        "clock_skew_ps": 4.58,
        "fin_crit_ps": 3330,
    },
    "routing": {
        "insertedDiodeCount": 0,
        "vias": 1958,
        "viasPerCell": 6.24,
        "drtIter0Drc": 234,
        "drtPass1Iterations": 4,
        "wire_per_inst_microns": 17.5,
        "ant_nets": 0,
        "wirelength_microns": 5510,
        "drc": 0,
    },
    "clock_tree": {
        "clk-insertion-delay-late_ps": 280,
        "ctsHtreeMaxLevel": 2,
        "root_buffer": "clkbuf_8",
        "cts.sinks": 35,
        "cts_buffers": 5,
        "cts_tree": "built",
        "cts.reportedPaths.clkPinSlew_ps": 70,
        "clock_path_buffers": 2,
    },
    "power": {
        "finalPower_uw": 2710,
        "p_leak_uw": 0.00105,
        "power_density_nw_per_um2": 959,
        "peakVddDrop_mv": 0.509,
    },
    "run": {
        "tool_warnings": 29,
        "drv_cap": 0,
    },
    "placement": {
        "gp_congestion": 0.850,
        "io_buffers": 22,
        "dpl.hpwl_microns": 4040,
    },
    "hold_path": {
        "hold_class": "flop to flop",
    },
}
state kept, by name, indices dropped and copies added (netlist names):
name	cells
dp.ac.data	8
dp.dr.data	8
dp.ar.data	4
dp.pc.data	4
cu.sc.cnt.count	3
dp.ir.data	8
worst max-delay path, cell delays in order (launching register included):
cell	delay (ps)
dfxtp_1	340
ha_1	210
ha_1	170
and2_1	220
nor3_4	310
inv_2	150
nand2_1	170
o221a_1	280
clkdlybuf4s50_1	490
placed cells by master (no fill, tap or decap), types with 5 or more instances in the layout:
cell             count
nand2_1             12
nor3_1               5
edfxtp_1            32
o21ai_1              8
ha_1                13
a21oi_1              9
clkdlybuf4s50_1     22
o22ai_1              6
nor2_1              18
inv_1               11
nor2b_1              5
clkbuf_8             5
xnor2_1              7
a22oi_1             15
o21ai_0              8
buf_4               11
area by class of cell:
type | count | area [sq um] | share of cell area (%)
Inverter | 13 | 48.8 | 1.73
Multi-Input combinational cell | 173 | 1280 | 45.2
Sequential cell | 35 | 1020 | 36.2
Clock buffer | 5 | 68.8 | 2.44
Clock inverter | 3 | 38.8 | 1.37
Timing Repair Buffer | 33 | 303 | 10.7
Tap cell | 52 | 65.1 | 2.30
Yosys cell counts (all sizes together) (2+ instances only):
cell,count,share of area (%)
a211oi,3,0.94
a32oi,4,1.5
o221a,4,1.9
dfxtp,3,2.5
clkbuf,5,0.78
o21ai,16,3.3
o22ai,6,1.6
or2,2,0.52
inv,13,2.0
nand2,13,2.1
or4b,2,0.84
nand2b,2,0.52
a31oi,3,0.78
edfxtp,32,40
nor2,18,2.8
ha,14,7.3
nor2b,6,1.9
or4,2,0.63
or3,2,0.52
mux2i,4,1.7
nor3,6,1.5
a211o,2,0.73
nand4,4,1.0
xnor2,7,2.6
nand3,4,0.84
a22oi,15,4.7
o221ai,2,0.73
buf,9,2.4
nor3b,3,1.4
xor2,4,1.5
a21oi,9,1.9
timing repair:
| item | CTS | global route |
|---|---|---|
| gates resized | 0 | 5 |
| setup endpoints to repair | 0 | 4 |
| endpoints found under the hold margin | 0 | 0 |
| hold buffers | 0 | 0 |
| setup buffers | 0 | 1 |
cells by family after synthesis:
group / after synthesis
AOI/OAI and AO/OA: 72
xor gates and xnor gates: 11
adders and majority gates: 15
buffers and inverters: 27
DFF: 35
muxes: 5
other: 1
and+or+nand+nor: 69
per-layer routing:
metal / wire length [microns] / up-vias / global-route usage [%]
met3: 303 / 9 / 3.76
li1: - / 954 / -
met1: 2580 / 928 / 41.7
met4: 69 / 0 / 4.44
met5: 0 / - / 0
met2: 2550 / 67 / 39.2
power breakdown:
group / leakage, uW / internal, uW / switching, uW
clock: 0.0000556 / 208 / 146
sequential: 0.000322 / 732 / 148
combinational: 0.000672 / 728 / 744
per-stage QoR:
step	instances	utilization (%)	hold slack (ps)	worst slack, ps	instance area, sq um
6_report	314	63.1	476	168	2820
2_1_floorplan	235	-	433	766	2390
5_1_grt	314	63.1	524	28.8	2820
3_5_place_dp	305	59.8	463	396	2680
4_1_cts	313	62.2	480	76.9	2790
3_3_place_gp	305	59.8	450	507	2680
worst min path at each step:
| stage | slack (ps) | startpoint | cells past startpoint | endpoint |
|---|---|---|---|---|
| finish | 480 | cu.sc.cnt.count[0] | 1 | cu.sc.cnt.count[0] |
| global route | 520 | cu.sc.cnt.count[0] | 1 | cu.sc.cnt.count[0] |
| CTS | 480 | cu.sc.cnt.count[0] | 1 | cu.sc.cnt.count[0] |
Power and IR drop assume default switching activity.
